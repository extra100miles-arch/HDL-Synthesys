`flow/run.sh`:
```
#!/bin/bash
# OpenROAD 26Q1-2900-gdf79404cd8, Yosys 0.63+post, stock flow scripts
make -C /OpenROAD-flow-scripts/flow DESIGN_CONFIG=/design/flow/config.mk WORK_HOME=/design/flow/orfs finish
```
`flow/config.mk`:
```
export PLATFORM = sky130hd
export DESIGN_NAME = LED_Peripheral
export DESIGN_NICKNAME = LED_Peripheral
export VERILOG_FILES = /design/flow/design.v
export SDC_FILE = /design/flow/constraint.sdc
export NUM_CORES = 4
export LEC_CHECK = 1
export CORE_AREA = 10 10 101 101
export DIE_AREA = 0 0 111 111
```
`flow/constraint.sdc`:
```
current_design LED_Peripheral

set clk_period 2.6
set clk_io_pct 0.2

create_clock -name clk0 -period $clk_period [get_ports {clk}]

set non_clock_inputs [all_inputs -no_clocks]
set_input_delay [expr $clk_period * $clk_io_pct] -clock clk0 $non_clock_inputs
set_output_delay [expr $clk_period * $clk_io_pct] -clock clk0 [all_outputs]
```
`flow/design.v`:
```
`timescale 1ns / 1ps
module LED_Peripheral(
    input clk,reset_n,write_enable,
    input [7:0] write_address,write_data,
    output reg [15:0]led
    );
    reg [7:0] LED_control, LED_data_01, LED_data_02, store_control_data;
    reg [1:0] cs,ns;
    parameter RESET         = 3'b000;
    parameter read_data     = 3'b001;
    parameter display_led   = 3'b011;
     always @(posedge clk)
    begin
        if (reset_n) cs <= RESET;  
        else        cs <= ns;
    end
    always @(*)  
        begin
        case (cs)
            RESET: ns = reset_n ? RESET : read_data;                         
            read_data : ns = write_enable ? display_led : read_data;         
            display_led : ns = reset_n ? RESET : read_data;                  
            default: ns = RESET;
        endcase
        end
    always @(posedge clk)
    begin
        case(cs)
        RESET:
            begin
                led <= 0;
                LED_control <= 0;
                LED_data_01 <= 0;
                LED_data_02 <= 0;
            end
        read_data :
             begin
                case(write_address)
                8'h01 :
                    LED_control <= write_data;
                8'h02 :
                    LED_data_01 <= write_data;
                8'h03 :
                    LED_data_02 <= write_data;
                default : begin
                    LED_data_01 <= 0; 
                    LED_data_02 <= 0; 
                    end 
                endcase
             end  
        display_led :
            begin
                   if(LED_control[0])
                begin
                    led <= {LED_data_01,LED_data_02};
                end
                   else
                led <= 0;
            end
        endcase
        end
endmodule
```
==> impl_report.txt <==
RUN METRICS
----------------------------------------------------
[Global routing]
  Antenna violations before repair ........................ 0
  Global-route wire length before repair ........................ 4.69 mm
  Pin count of the biggest net entering global routing ........................ 20
  Global-route usage over all layers ........................ 4.57%
  Vias in the first global route ........................ roughly 900
  Total congestion overflow ........................ 0

[Worst setup path]
  Path type of the worst setup path ........................ input pin to flip-flop
  CP Max Fanout ........................ 8
  Arrival time of data at the critical path endpoint ........................ 2040 ps
  Worst Setup End Kind ........................ flip-flop
  Worst endpoint required time ........................ between 2000 and 3000 ps
  Buffering stage count on the worst path with inverters included ........................ 1
  Largest stage delay on the critical path ........................ 590 ps
  Ordered list of cells on the worst path ........................ clkdlybuf4s50_1 -> or4_4 -> o41a_1
  Critical-path cell with the highest stage delay ........................ sky130_fd_sc_hd__or4_4
  Cell family with the largest share of critical-path delay ........................ simple AND/OR/NAND/NOR gates
  Type of origin of the critical path ........................ input pin

[Die]
  FP Util ........................ 18.6%
  Die Footprint ........................ 12300 µm²
  Number of I/O pins ........................ 35
  Floorplan Core Area ........................ 8130 µm²
  Die span in x ........................ 111 µm
  Placement Rows ........................ 33
  Die y size ........................ 111 µm

[Synth]
  Yosys top cell area share ........................ around two thirds
  Syn. warnings ........................ 1
  Instance count of the mapped netlist ........................ 103
  Fraction of the yosys area taken by sequential cells ........................ 69.5%
  Yosys Instances ........................ 103
  Yosys cell types ........................ 21
  Post-synthesis cell area ........................ 1510 µm²
  Synthesis-stage register bit count ........................ 36
  Yosys Chip Area ........................ around 1500 µm²
  Area contributors post-synth ........................ sky130_fd_sc_hd__edfxtp_1 66%, sky130_fd_sc_hd__nor4_2 8.3%, sky130_fd_sc_hd__and3_1 6.6%
  Cell taking the most area after synthesis ........................ sky130_fd_sc_hd__edfxtp_1
  Avg Cell Area, Syn ........................ around 15 µm²

[Timing]
  Pins over their slew limit ........................ 0
  Normalized max-slew margin ........................ between 60% and 70%
  Final setup violation count ........................ 0
  Post-route clock skew ........................ ~6 ps
  Fmax ........................ approximately 500 MHz
  Final count of hold timing violations ........................ 0
  Final-layout setup total negative slack ........................ 0 ps
  Share of the cycle needed by the critical path after routing ........................ 78.7%
  Least-Margin Pin Slew ........................ between 500 and 600 ps
  RSZ-0062 raised after global routing ........................ no
  Final min period ........................ around 2000 ps

[Job]
  Max Cap Viol ........................ 0
  Number of warnings in the stage logs ........................ 25

[Route]
  First-iteration detailed-routing DRC count ........................ between 90 and 100
  Inserted Diodes ........................ 0
  Mean routed wirelength per cell ........................ 11.6 µm
  Total iterations of the first detailed-routing run ........................ 4
  DRC violation count after routing ........................ 0
  Average vias per placed instance ........................ 3.68
  Total wire length after detailed routing ........................ 2.81 mm
  Antenna-violating nets left ........................ 0
  Overall via count from detail_route ........................ ~900

[Clocking]
  Clock transition at the register clock pins on the worst setup and hold paths after CTS ........................ 60 ps
  Setup bufs post-CTS ........................ 0
  Insertion delay to the later sink of the worst-skew pair ........................ 280 ps
  CTS tree ........................ yes
  Post-cts hold-fix buffer tally ........................ 0
  Resized cells post-CTS ........................ 0
  H-tree depth ........................ 2
  Clk buf depth ........................ 2
  Cts bufs inserted ........................ 5
  Root buffer cell ........................ sky130_fd_sc_hd__clkbuf_8
  Num Clock Sinks ........................ 36

[Hold path]
  Hold Path Class ........................ flip-flop to flip-flop

[Pwr]
  Sequential power share ........................ 58.3%
  Net switching power ........................ ~230 µW
  Leakage dissipation ........................ a little over 0.0007 µW
  Design internal power ........................ 922 µW
  Part of the total power dissipated in combinational logic ........................ 8.2%
  Net switching share of the total power ........................ between 20 and 25%
  Highest ir drop seen on vdd ........................ 0.000200 V
  Part of the total power dissipated in the clock network ........................ 33.5%
  Power per Cell Area ........................ 569 nW/µm²

[Placed design]
  IO buf count ........................ 34
  Detailed placer's ending HPWL ........................ about 2.3 mm
  Final Wtd Congestion ........................ around 0.83

[Final layout]
  Ratio of cells with drive above 1 in the final layout ........................ approximately 16%
  Commonest cells after routing, fill and taps aside ........................ 34 x sky130_fd_sc_hd__clkdlybuf4s50_1, 33 x sky130_fd_sc_hd__edfxtp_1, 16 x sky130_fd_sc_hd__and3_1, 11 x sky130_fd_sc_hd__nand2_1, 10 x sky130_fd_sc_hd__nor4_2
  Most used logic cell in the final layout ........................ sky130_fd_sc_hd__clkdlybuf4s50_1
  Final-layout fill cell count ........................ 819
  Post-Route Utilization ........................ 25.0%
  Layout area overhead ........................ 34.2%

[Run status]
  Result of the run ........................ complete, no violations

----------------------------------------------------
[per-stage QoR]
step	hold slack [ps]	power, µW	setup slack [ps]	instance area, µm²	cells
after floorplan	514	720	646	1510	103
after global placement	541	782	265	1940	235
after detailed placement	544	783	254	1940	235
after CTS	561	1170	554	2030	243
after global routing	578	1200	499	2030	243
final	558	1150	554	2030	243
[metal layers]
layer	GRT usage, %	wire (µm)
met4	1.04	74
met3	1.37	162
met1	6.13	1300
met5	0	0
met2	7.15	1280
[state kept, by name (all words and copies together), names as in the netlist]
signal	flops
cs	3
LED_control	1
led	16
LED_data_02	8
LED_data_01	8
[synthesized netlist by cell type]
| cell type | instances |
|---|---|
| sky130_fd_sc_hd__edfxtp_1 | 33 |
| sky130_fd_sc_hd__and3_1 | 16 |
| sky130_fd_sc_hd__nand2_1 | 11 |
| sky130_fd_sc_hd__nor4_2 | 10 |
| sky130_fd_sc_hd__nor4_1 | 6 |
| sky130_fd_sc_hd__clkbuf_1 | 5 |
| sky130_fd_sc_hd__inv_1 | 4 |
| sky130_fd_sc_hd__dfxtp_1 | 3 |
| sky130_fd_sc_hd__nor2_1 | 2 |
| sky130_fd_sc_hd__or2_2 | 2 |
| sky130_fd_sc_hd__a21oi_1 | 1 |
| sky130_fd_sc_hd__buf_12 | 1 |
| sky130_fd_sc_hd__buf_2 | 1 |
| sky130_fd_sc_hd__buf_6 | 1 |
| sky130_fd_sc_hd__nand2b_1 | 1 |
| sky130_fd_sc_hd__nand3b_1 | 1 |
| sky130_fd_sc_hd__o31a_1 | 1 |
| sky130_fd_sc_hd__o32ai_1 | 1 |
| sky130_fd_sc_hd__o41a_1 | 1 |
| sky130_fd_sc_hd__or4_4 | 1 |
| sky130_fd_sc_hd__xnor2_1 | 1 |
[kinds of logic (layout without fill, tap and decap cells)]
family	Yosys count	in the layout	synth area share, %
simple gates	50	50	23.1
buf+inv	12	47	4.63
compound gates	4	4	2.23
xor+xnor	1	1	0.579
flops	36	36	69.5
[power by group through the flow]
stage | Combinational [µW] | Sequential (µW) | Clock, µW
after CTS | 96.7 | 673 | 402
after global routing | 105 | 677 | 421
final | 94.6 | 673 | 387
[worst paths after layout]
path / startpoint / end / slack, ps / depth (start not counted)
max: write_address[5] / LED_data_02[6]$_SDFFCE_PN0P_ / 550 / 3
min: LED_data_01[7]$_SDFFCE_PN0P_ / led[15]$_SDFFCE_PN0P_ / 560 / 1
max reg2reg: cs[1]$_DFF_P_ / LED_data_02[6]$_SDFFCE_PN0P_ / 1060 / 2
min reg2reg: LED_data_01[7]$_SDFFCE_PN0P_ / led[15]$_SDFFCE_PN0P_ / 560 / 1
[final cells by class]
type / count / area (µm²) / area share (%)
Clock buffer: 6 / 82.6 / 4.07
Clock inverter: 2 / 10.0 / 0.493
Inverter: 4 / 15.0 / 0.740
Multi-Input combinational cell: 55 / 392 / 19.3
Sequential cell: 36 / 1050 / 51.8
Tap cell: 105 / 131 / 6.47
Timing Repair Buffer: 35 / 348 / 17.1
Power figures rest on the tool's default switching activity, not on a simulated workload.
