==> design/flow/design.v <==
`timescale 1ns / 1ps
module rom_sync(
    input clk,             
    input rst,             
    input load,            
    input [3:0] address,   
    output [7:0] seg,      
    output [3:0] anode     
);
    reg [7:0] data;        
    wire [3:0] bcd;
    wire en_1khz;          
    clock_divider clk_div (
        .clk(clk),
        .rst(rst),
        .en_1khz(en_1khz)
    );
    display_mux mux (
        .clk(clk),
        .rst(rst),
        .en_1khz(en_1khz),
        .data(data),
        .anode(anode),
        .bcd(bcd)
    );
    bcd_to_7seg decoder (
        .bcd(bcd),
        .seg(seg)
    );
    always @(posedge clk) begin 
        if (rst) begin
            data <= 8'b0000_0000;   
        end else if (load) begin    
            case(address)     
                4'h0: data <= 8'b1001_0000;   
                4'h1: data <= 8'b0000_0010;   
                4'h2: data <= 8'b0000_0100;   
                4'h3: data <= 8'b0000_0001;   
                4'h4: data <= 8'b1000_0000;   
                4'h5: data <= 8'b0100_0110;   
                4'h6: data <= 8'b0000_0111;   
                4'h7: data <= 8'b0001_0100;   
                4'h8: data <= 8'b0010_0000;   
                4'h9: data <= 8'b0010_1001;   
                4'hA: data <= 8'b1000_0011;   
                4'hB: data <= 8'b0011_0110;   
                4'hC: data <= 8'b0100_0010;   
                4'hD: data <= 8'b0010_0110;   
                4'hE: data <= 8'b1000_1000;   
                4'hF: data <= 8'b0110_0011;   
                default: data <= 8'b0000_0000;
            endcase 
        end
    end
endmodule
module clock_divider (
    input clk,            
    input rst,            
    output reg en_1khz    
);
    reg [16:0] cnt_1khz;  
    always @(posedge clk or posedge rst) begin
        if (rst) begin
            cnt_1khz <= 0;
            en_1khz <= 0;
        end else begin
            if (cnt_1khz == 100_000 - 1) begin
                cnt_1khz <= 0;
                en_1khz <= 1;
            end else begin
                cnt_1khz <= cnt_1khz + 1;
                en_1khz <= 0;
            end
        end
    end
endmodule
module display_mux (
    input clk,           
    input rst,           
    input en_1khz,       
    input [7:0] data,    
    output reg [3:0] anode,
    output reg [3:0] bcd
);
    reg disp_sel;
    always @(posedge clk or posedge rst) begin
        if (rst)
            disp_sel <= 0;
        else if (en_1khz)
            disp_sel <= ~disp_sel; 
    end
    always @(*) begin
        case (disp_sel)
            1'd0: begin
                anode = 4'b1101;  
                bcd = data[7:4];
            end
            1'd1: begin
                anode = 4'b1110;  
                bcd = data[3:0];
            end
            default: begin
                anode = 4'b1111;
                bcd = 4'b0000;
            end
        endcase
    end
endmodule
module bcd_to_7seg (
    input [3:0] bcd,
    output reg [7:0] seg
);
    always @(*) begin
        case (bcd)
            4'd0: seg = 8'b11000000;   
            4'd1: seg = 8'b11111001;   
            4'd2: seg = 8'b10100100;   
            4'd3: seg = 8'b10110000;   
            4'd4: seg = 8'b10011001;   
            4'd5: seg = 8'b10010010;   
            4'd6: seg = 8'b10000010;   
            4'd7: seg = 8'b11111000;   
            4'd8: seg = 8'b10000000;   
            4'd9: seg = 8'b10010000;   
            default: seg = 8'b11111111;
        endcase
    end
endmodule
==> design/flow/run.sh <==
#!/bin/bash
# OpenROAD 26Q1-2900-gdf79404cd8, Yosys 0.63+post, stock flow scripts
make -C /OpenROAD-flow-scripts/flow DESIGN_CONFIG=/design/flow/config.mk WORK_HOME=/design/flow/orfs finish
==> design/flow/config.mk <==
export PLATFORM = sky130hd
export DESIGN_NAME = rom_sync
export DESIGN_NICKNAME = rom_sync
export VERILOG_FILES = /design/flow/design.v
export SDC_FILE = /design/flow/constraint.sdc
export NUM_CORES = 4
export LEC_CHECK = 1
export CORE_AREA = 10 10 102 102
export DIE_AREA = 0 0 112 112
==> design/flow/constraint.sdc <==
current_design rom_sync

set clk_period 2.3
set clk_io_pct 0.2

create_clock -name clk0 -period $clk_period [get_ports {clk}]

set non_clock_inputs [all_inputs -no_clocks]
set_input_delay [expr $clk_period * $clk_io_pct] -clock clk0 $non_clock_inputs
set_output_delay [expr $clk_period * $clk_io_pct] -clock clk0 [all_outputs]
==> flow_metrics.tcl <==
# yosys + openroad results
set metrics [dict create \
    row_count 33 \
    drc 0 \
    max_freq_mhz 446.1 \
    report.final.hold_viol_count 0 \
    status "completed" \
    chipWidth_um 112 \
    ys_area_um2 1642 \
    final_area_um2 2158 \
    syn_area_um2 1642 \
    finalSetupViolCount 0 \
    io_pins 19 \
    layout-drive-gt1-share 0.2500 \
    critPathMaxFanout 4 \
    ys.flops 27 \
    synthFlopType "dfrtp_1" \
    cts_num_sinks 27 \
    vias 1255 \
    crit_type "reg2out" \
    most_common_cell "nor2_1" \
    fp.dieH_um 112 \
    finalCriticalPeriod_ns 2.242 \
    min_path_type "reg2reg" \
    hold_buffers 0 \
    cp_cell_sequence "mux2_4 > inv_4 > ha_4 > nor2_2 > o22ai_1 > dlygate4sd2_1" \
    rsz0062_at_grt "true" \
    dpl.hpwl_um 2341 \
    clockRootBuffer "clkbuf_8" \
    synthArstFlopShare 0.7037 \
    layout.cells.non_filler 309 \
    layout_setup_ws_ns 0.05840 \
    comb_area_um2 1017 \
    clkTransAtPathRegs_ns 0.08 \
    place_area_um2 1939 \
    ys_seq_share 0.3872 \
    leakage_nw 0.9131 \
    drt_pre_antenna_iters 4 \
    place_congestion 0.8364 \
    synth_largest_type_area_fraction 0.2896 \
    dp_slack_ns -0.001737 \
    ys_top_cells_by_count "nor2_1, dfrtp_1, a21oi_1" \
    area_growth_pct 31.48 \
    edf_count 0 \
    fillerInstances 831 \
    tns_ns 0 \
    final_max_slew_viol_count 0 \
    postRouteAntennaNets 0 \
    synthDistinctLibCells 40 \
    wirelength_um 3245 \
    cp_top_family "flip-flops" \
    clock_path_buffers 2 \
    tool_warnings 35 \
    worst_path_largest_cell_delay_ns 0.47 \
    drt_iter0_drc 56 \
    wl_per_cell_um 10.50 \
    crit_buf_inv 2 \
    fin_hold_ws_ns 0.4506 \
    antennaDiodeCount 0 \
    cp-start-kind "flip-flop" \
    vias_per_cell 4.061 \
    regArea_um2 636.9 \
    core_area_um2 8217 \
    topCellsByArea "dfrtp_1, dfxtp_1, ha_1" \
    grt_pass1_vias 1198 \
    drv_cap 0 \
    grt_overflow_total 0 \
    slowest_stage "dfrtp_2" \
    grt_pass1_wl_um 5568 \
    crit_required_ns 1.84 \
    clk_latency_ns 0.27 \
    syn_inst 176 \
    power_density_nw_per_um2 421.2 \
    yosysWarnings 4 \
    chipArea_um2 12540 \
    cts_tree "done" \
    grt_max_degree 20 \
    cts_buffers 3 \
    fin_crit_sh 0.9746 \
    dp_cells 296 \
    fp-utilization 0.1998 \
    htree_levels 1 \
    peakVddDrop_mv 0.1770 \
    postSynthAreaPerCell_um2 9.327 \
    endpoint_kind "output port" \
    grt_use_total 0.04955 \
    yosys_cells 176 \
    cp_data_arrival_time_ns 1.78 \
    antenna_found_initial 0 \
    yosysTopAreaCell "dfrtp_1" \
    io_buffers 15 \
    skew_ns 0.009323 \
]
[where the power goes]
group	total [mW]	internal [mW]	switching [mW]
Sequential	0.487	0.480	0.00662
Clock	0.257	0.121	0.136
Combinational	0.165	0.0874	0.0773
[cell usage in the layout, fill, tap and decap left out, types with 5 or more instances in the layout]
| cell | n |
|---|---|
| dfrtp_1 | 18 |
| clkdlybuf4s50_1 | 8 |
| nand2b_1 | 7 |
| nand2_1 | 8 |
| nand3_1 | 10 |
| a21oi_1 | 10 |
| xnor2_1 | 10 |
| ha_1 | 8 |
| xor2_1 | 6 |
| nor2_1 | 16 |
| dfxtp_1 | 8 |
| buf_4 | 13 |
| inv_1 | 5 |
| buf_6 | 6 |
[logic make-up (layout without fill, tap and decap cells)]
family	Yosys count	count (layout)	synth area share
AND-OR/OR-AND	25	25	0.09451
adder cells (fa/ha/maj)	11	11	0.08384
flip-flops	27	27	0.3872
XOR/XNOR	16	16	0.08536
buffers and inverters	20	46	0.05869
other	1	3	0.002284
multiplexers	10	10	0.07088
AND/OR/NAND/NOR	66	66	0.2172
[final timing paths]
kind | startpoint | end | slack (ns) | cells after the start
min in group asynchronous | rst | clk_div.cnt_1khz[2]$_DFF_PP0_ | 0.73 | 3
hold / removal | clk_div.en_1khz$_DFF_PP0_ | mux.disp_sel$_DFFE_PP0P_ | 0.45 | 1
hold reg to reg | clk_div.en_1khz$_DFF_PP0_ | mux.disp_sel$_DFFE_PP0P_ | 0.45 | 1
setup reg to reg | clk_div.cnt_1khz[0]$_DFF_PP0_ | clk_div.cnt_1khz[15]$_DFF_PP0_ | 0.54 | 5
max in group asynchronous | rst | mux.disp_sel$_DFFE_PP0P_ | 1.34 | 3
setup / recovery | mux.disp_sel$_DFFE_PP0P_ | seg[1] | 0.06 | 6
[sequential cells by signal, summed over array words and instances (netlist names)]
signal            flops
clk_div.cnt_1khz     17
clk_div.en_1khz       1
data                  8
mux.disp_sel          1
[through the flow]
step,total power [mW],utilization
floorplan,0.5753,-
global placement,0.6418,0.2360
detailed placement,0.6417,0.2360
CTS,0.9061,0.2508
global route,0.9656,0.2627
finish,0.9091,0.2627
[metal layers]
metal  part of all wire  global-route usage  vias to the layer above
met4              0.012            0.008460                        0
met2               0.47             0.07770                       10
li1                   -                   -                      653
met1               0.49             0.06953                      590
met5                  0                   0                        -
met3              0.031             0.01086                        2
[layout make-up]
type	instances	area share
sequential	27	0.2951
multi-input combinational	131	0.4713
clock inverter	1	0.002319
inverter	8	0.01507
timing repair buffer	34	0.1362
clock buffer	3	0.01913
tap	105	0.06087
[timing repair]
action / 4_1_cts / 5_1_grt
pin swaps: 5 / 2
resized: 20 / 27
buffers inserted: 7 / 2
setup endpoints to repair: 7 / 7
Power is estimated from default activity; no workload was simulated.
